==> design/flow/config.mk <==
export PLATFORM = sky130hd
export DESIGN_NAME = hexadecimal_stopwatch
export DESIGN_NICKNAME = hexadecimal_stopwatch
export VERILOG_FILES = /design/flow/design.v
export SDC_FILE = /design/flow/constraint.sdc
export NUM_CORES = 4
export LEC_CHECK = 1
export CORE_UTILIZATION = 30
==> design/flow/constraint.sdc <==
current_design hexadecimal_stopwatch

set clk_period 4.0
set clk_io_pct 0.2

create_clock -name clk0 -period $clk_period [get_ports {clock}]

set non_clock_inputs [all_inputs -no_clocks]
set_input_delay [expr $clk_period * $clk_io_pct] -clock clk0 $non_clock_inputs
set_output_delay [expr $clk_period * $clk_io_pct] -clock clk0 [all_outputs]
==> design/flow/design.v <==
module hexadecimal_stopwatch (clock, pause, reset, seven_segment_0, seven_segment_1, seven_segment_2, seven_segment_3);
input clock, pause, reset;
output reg [6:0]seven_segment_0;
output reg [6:0]seven_segment_1;
output reg [6:0]seven_segment_2;
output reg [6:0]seven_segment_3;
reg [3:0] seven_segment_register_0;
reg [3:0] seven_segment_register_1;
reg [3:0] seven_segment_register_2;
reg [3:0] seven_segment_register_3;
reg [32:0] clock_counter;
localparam clock_cycle = 50000000;
localparam	H0 = 7'b1000000,
			H1 = 7'b1111001,
			H2 = 7'b0100100,
			H3 = 7'b0110000,
			H4 = 7'b1001100,
			H5 = 7'b0100100,
			H6 = 7'b0100000,
			H7 = 7'b0001111,
			H8 = 7'b0000000,
			H9 = 7'b0000100,
			HA = 7'b0001000,
			HB = 7'b1100000,
			HC = 7'b0110001,
			HD = 7'b1000010,
			HE = 7'b0110000,
			HF = 7'b0111000;
localparam	S0 = 4'b0000,
			S1 = 4'b0001,
			S2 = 4'b0010,
			S3 = 4'b0011,
			S4 = 4'b0100,
			S5 = 4'b0101,
			S6 = 4'b0110,
			S7 = 4'b0111,
			S8 = 4'b1000,
			S9 = 4'b1001,
			SA = 4'b1010,
			SB = 4'b1011,
			SC = 4'b1100,
			SD = 4'b1101,
			SE = 4'b1110,
			SF = 4'b1111;
always @ (*) begin
	case (seven_segment_register_0)
		S0: seven_segment_0 <= H0;
		S1: seven_segment_0 <= H1;
		S2: seven_segment_0 <= H2;
		S3: seven_segment_0 <= H3;
		S4: seven_segment_0 <= H4;
		S5: seven_segment_0 <= H5;
		S6: seven_segment_0 <= H6;
		S7: seven_segment_0 <= H7;
		S8: seven_segment_0 <= H8;
		S9: seven_segment_0 <= H9;
		SA: seven_segment_0 <= HA;
		SB: seven_segment_0 <= HB; 
		SC: seven_segment_0 <= HC;
		SD: seven_segment_0 <= HD;
		SE: seven_segment_0 <= HE; 
		SF: seven_segment_0 <= HF; 
		default: seven_segment_0 <= H0;
	endcase
	case (seven_segment_register_1)
		S0: seven_segment_1 <= H0;
		S1: seven_segment_1 <= H1;
		S2: seven_segment_1 <= H2;
		S3: seven_segment_1 <= H3;
		S4: seven_segment_1 <= H4;
		S5: seven_segment_1 <= H5;
		S6: seven_segment_1 <= H6;
		S7: seven_segment_1 <= H7;
		S8: seven_segment_1 <= H8;
		S9: seven_segment_1 <= H9;
		SA: seven_segment_1 <= HA;
		SB: seven_segment_1 <= HB; 
		SC: seven_segment_1 <= HC;
		SD: seven_segment_1 <= HD;
		SE: seven_segment_1 <= HE; 
		SF: seven_segment_1 <= HF; 
		default: seven_segment_1 <= H0;
	endcase
	case (seven_segment_register_2)
		S0: seven_segment_2 <= H0;
		S1: seven_segment_2 <= H1;
		S2: seven_segment_2 <= H2;
		S3: seven_segment_2 <= H3;
		S4: seven_segment_2 <= H4;
		S5: seven_segment_2 <= H5;
		S6: seven_segment_2 <= H6;
		S7: seven_segment_2 <= H7;
		S8: seven_segment_2 <= H8;
		S9: seven_segment_2 <= H9;
		SA: seven_segment_2 <= HA;
		SB: seven_segment_2 <= HB; 
		SC: seven_segment_2 <= HC;
		SD: seven_segment_2 <= HD;
		SE: seven_segment_2 <= HE; 
		SF: seven_segment_2 <= HF; 
		default: seven_segment_2 <= H0;
	endcase
	case (seven_segment_register_3)
		S0: seven_segment_3 <= H0;
		S1: seven_segment_3 <= H1;
		S2: seven_segment_3 <= H2;
		S3: seven_segment_3 <= H3;
		S4: seven_segment_3 <= H4;
		S5: seven_segment_3 <= H5;
		S6: seven_segment_3 <= H6;
		S7: seven_segment_3 <= H7;
		S8: seven_segment_3 <= H8;
		S9: seven_segment_3 <= H9;
		SA: seven_segment_3 <= HA;
		SB: seven_segment_3 <= HB; 
		SC: seven_segment_3 <= HC;
		SD: seven_segment_3 <= HD;
		SE: seven_segment_3 <= HE; 
		SF: seven_segment_3 <= HF; 
		default: seven_segment_3 <= H0;
	endcase
end
always @ (posedge clock) begin
	if (reset == 1) begin
		clock_counter <= 0;
		seven_segment_register_0 <= S0; 
		seven_segment_register_1 <= S0;
		seven_segment_register_2 <= S0;
		seven_segment_register_3 <= S0;
	end else if (pause == 1) begin
		clock_counter <= 0;
		seven_segment_register_0 <= seven_segment_register_0; 
		seven_segment_register_1 <= seven_segment_register_1;
		seven_segment_register_2 <= seven_segment_register_2;
		seven_segment_register_3 <= seven_segment_register_3;
	end else begin
		clock_counter <= clock_counter + 1;
		if (clock_counter == clock_cycle) begin 
			if (seven_segment_register_0 == SF) begin
				seven_segment_register_0 <= 0;
				seven_segment_register_1 <= seven_segment_register_1 + 1;
				clock_counter <= 0;
			end else begin
				seven_segment_register_0 <= seven_segment_register_0 + 1;
				clock_counter <= 0;
			end
			if (seven_segment_register_1 == SF) begin
				seven_segment_register_0 <= 0;
				seven_segment_register_1 <= 0;
				seven_segment_register_2 <= seven_segment_register_2 + 1;
				clock_counter <= 0;
			end
			if (seven_segment_register_2 == SF) begin
				seven_segment_register_0 <= 0;
				seven_segment_register_1 <= 0;
				seven_segment_register_2 <= 0;
				seven_segment_register_3 <= seven_segment_register_3 + 1;
				clock_counter <= 0;
			end
			if (seven_segment_register_3 == SF) begin
				seven_segment_register_0 <= SF;
				seven_segment_register_1 <= SF;
				seven_segment_register_2 <= SF;
				seven_segment_register_3 <= SF;
				clock_counter <= 0;
			end
		end
	end
end
endmodule
==> design/flow/run.sh <==
#!/bin/bash
# OpenROAD 26Q1-2900-gdf79404cd8, Yosys 0.63+post, stock flow scripts
make -C /OpenROAD-flow-scripts/flow DESIGN_CONFIG=/design/flow/config.mk WORK_HOME=/design/flow/orfs finish
==> run summary <==
worst setup margin - 652 ps
Max Cap Viol - 0
Clk Latency, worst-skew pair - 330 ps
WHS - 465 ps
CP top delay family - simple AND/OR/NAND/NOR gates
first-pass GRT wire length - 14600 µm
First DRT Iteration DRCs - 163
vias in the first global route - 3188
drt pass-1 iters - 4
ys async rst share - 0%
post-route ant nets - 0
yosys aoi share - 11.8%
CP Class - flip-flop to flip-flop
ys cells - 473
Clock Sinks - 77
Slew HR - 55.1%
Setup Viol. Count Final - 0
largest net degree at the start of global routing - 34
CTS root buffer - clkbuf_16
total grt overflow - 0
Avg Inst Size Synth - 8.94 µm²
Ant. Diodes - 0
status - complete, no violations
cts bufs inserted - 9
Max IR drop VDD - 174 µV
XOR-XNOR Cells, Area Fraction - 5.59%
H-Tree Depth - 3
initial antenna violation count - 0
Static Leak - 1.77 nW
worst min path class - flip-flop to flip-flop
Post-synth EDFFs - 0
Slew @ Worst Pin - 668 ps
CP Cell Sequence - or4b_1, nor4_1, and4b_1, o21ai_0, a21oi_1, inv_1, ha_1, mux2_2, a22oi_1
num ports - 31
die y size - 121 µm
Netlist cell types - 68
Layout Skew - 8.11 ps
YS chip area - 4230 µm²
Post-DP HPWL - 5820 µm
tool warnings - 46
Buf/Inv on CP - 1
DP Worst Slack - 457 ps
via count - 3321
Port Buffers - 30
Die Width - 121 µm
Registers, synthesis - 77
FMAX - 299 MHz
RSZ-0062 raised after global routing - no
Layout area overhead - 17.9%
gp weighted congestion - 0.826
Gate Area - 2510 µm²
CTS resizes - 0
flop2flop setup slack - 650 ps
Crit Path Max Fanout - 8
Max Slew Vio Count - 0
Startpoint Class - flip-flop
largest cells by area after synthesis - dfxtp_1 (36%), ha_1 (8.9%), mux2i_1 (7.8%)
Post-Synthesis Cells - 473
row count - 43
post-layout util - 36.1%
ys flop type - dfxtp_1
Fin. Hold Viols - 0
Top-area cell share - 36.4%
Largest logic family - simple AND/OR/NAND/NOR gates
clk buf depth - 2
clock transition at the registers of the reported paths - 60 ps
Post-Synth Adder-Cell Area - 8.87%
Hold-fix buffers, CTS - 0
Pre-Place Util - 30.6%
FF/Latch Area - 1540 µm²
TritonCTS clock tree - yes
Synth Seq Share - 36.4%
cell area after synthesis - 4230 µm²
core area - 13800 µm²
fin crit period - 3350 ps
Wirelength per Cell - 11.8 µm
Mux area share - 9.14%
fillers - 1351
via density per instance - 4.83
setup TNS - 0 ps
post-synthesis simple-gate area fraction - 23.9%
Worst Setup End Kind - flip-flop
crit path max-delay cell type - or4b_1
GRT Total Usage - 12.2%
Synth warnings - 1
Setup Buffers After CTS - 0
drc violations - 0
worst path required time - 4250 ps
chip area - 14600 µm²
final worst-path cycle share - 83.7%
Worst Path Arrival - 3600 ps
slowest cell delay on critical path - 540 ps
Power Dens Cells - 308 nW/µm²
Yosys top cell by area - dfxtp_1
final WL - 8120 µm
layout cell share with drive strength beyond 1 - 9.25%
[flip-flops by register name, summed over array words and instances, names as in the netlist]
name,flops
clock_counter,33
seven_segment_0,7
seven_segment_1,7
seven_segment_2,7
seven_segment_3,7
seven_segment_register_0,4
seven_segment_register_1,4
seven_segment_register_2,4
seven_segment_register_3,4
[cell usage in the layout, fill, tap and decap left out, drive strengths merged, types with 5 or more instances in the layout]
cell	count
dfxtp	77
nor2	54
mux2i	34
nand2	32
ha	30
clkdlybuf4s50	30
inv	24
nand3	22
o21ai	22
a21oi	21
xnor2	14
xor2	13
and3	12
nand4	10
clkbuf	10
nor3	9
or3	6
buf	6
nor4	6
nand2b	5
or2	5
[synth_stat cells (3+ instances only)]
cell,instances
a21boi_0,3
nand3_1,21
nand2b_1,5
xnor2_1,14
or3_1,6
a31oi_1,4
or2_2,4
nand2_1,32
nand3b_1,3
a21oi_1,20
xor2_1,13
nor4_1,5
o21ai_0,21
nand4_1,10
nor4b_1,3
o21a_1,4
o31ai_1,3
inv_1,22
nor3b_1,4
nor2b_1,3
buf_2,3
mux2i_1,33
nor2_1,53
nor3_1,8
and3_1,10
dfxtp_1,77
ha_1,30
clkbuf_1,9
mux2_2,3
[cell type report]
cell class	instances	area share, %
sequential	77	30.9
clock inverter	6	0.778
clock buffer	10	4.79
multi-input combinational	355	50.2
tap	180	4.51
inverter	24	1.86
timing repair buffer	36	6.92
[cell families after synthesis]
logic type / after synthesis
compound gates: 75
xor+xnor: 27
fa+ha+maj: 30
buf+inv: 41
flops: 77
mux: 37
simple gates: 186
[stage by stage]
stage          total power (W)  std cells  instance area [µm²]
2_1_floorplan         0.000798        473                 4230
3_3_place_gp          0.000806        672                 4710
3_5_place_dp          0.000806        672                 4710
4_1_cts                0.00156        688                 4990
5_1_grt                0.00160        688                 4990
6_report               0.00154        688                 4990
[power by group]
group	total (W)	internal [W]	leakage, nW	switching [W]
Sequential	0.000769	0.000768	0.620	0.000000931
Clock	0.000747	0.000434	0.134	0.000313
Combinational	0.0000199	0.00000679	1.01	0.0000131
Total	0.00154	0.00121	1.77	0.000327
[metal layers]
metal,wire (µm),up-vias,GRT usage (%)
met3,255,10,1.54
met5,0,-,0
met2,3600,56,19.5
li1,-,1725,-
met1,4120,1530,18.0
met4,146,0,2.16
[final timing paths]
path	from	endpoint	depth (start not counted)
setup / recovery	clock_counter[18]	seven_segment_1[5]	9
hold / removal	clock_counter[0]	clock_counter[0]	1
setup reg to reg	clock_counter[18]	seven_segment_1[5]	9
hold reg to reg	clock_counter[0]	clock_counter[0]	1
[worst reg2reg max path, stage by stage (launching register included)]
cell	delay, ps
dfxtp_1	380
or4b_1	540
nor4_1	450
and4b_1	390
o21ai_0	150
a21oi_1	450
inv_1	190
ha_1	340
mux2_2	270
a22oi_1	130
Power and IR drop assume default switching activity.
